### ./design.v
module ICache #(
  parameter BLOCK_WIDTH = 4,
  parameter BLOCK_SIZE = 2**BLOCK_WIDTH,
  parameter CACHE_WIDTH = 4,
  parameter CACHE_SIZE = 2**CACHE_WIDTH
) (
  input  wire                    clkIn,          
  input  wire                    resetIn,        
  input  wire [31:0]             instrAddrIn,    
  input  wire                    memDataValid,   
  input  wire [31:BLOCK_WIDTH]   memAddr,        
  input  wire [BLOCK_SIZE*8-1:0] memDataIn,      
  output wire                    miss,           
  output wire                    instrOutValid,  
  output wire [31:0]             instrOut        
);
reg [CACHE_SIZE-1:0]             cacheValid;
reg [31:BLOCK_WIDTH+CACHE_WIDTH] cacheTag [CACHE_SIZE-1:0];
reg [127:0]                      cacheData[CACHE_SIZE-1:0];
wire [CACHE_WIDTH-1:0] instrPos = instrAddrIn[CACHE_WIDTH+BLOCK_SIZE-1:BLOCK_WIDTH];
wire [CACHE_WIDTH-1:0] memPos   = memAddr[CACHE_WIDTH+BLOCK_SIZE-1:BLOCK_WIDTH];
wire [BLOCK_WIDTH-3:0] blockPos = instrAddrIn[BLOCK_WIDTH-1:2];
wire hit = cacheValid[instrPos] && (cacheTag[instrPos] == instrAddrIn[31:CACHE_WIDTH+BLOCK_WIDTH]);
wire [BLOCK_SIZE*8-1:0] cacheDataLine  = cacheData[instrPos];
assign miss          = ~hit;
assign instrOutValid = hit;
assign instrOut      = hit ?
                         (blockPos == 2'b00) ? cacheDataLine[31:0] :
                         (blockPos == 2'b01) ? cacheDataLine[63:32] :
                         (blockPos == 2'b10) ? cacheDataLine[95:64] :
                                               cacheDataLine[127:96] : 32'b0;
integer i;
always @(posedge clkIn) begin
  if (resetIn) begin
    cacheValid <= {CACHE_SIZE{1'b0}};
    for (i=0; i<CACHE_SIZE; i=i+1) begin
      cacheTag[i]  <= {(32-CACHE_WIDTH-BLOCK_WIDTH){1'b0}};
      cacheData[i] <= {(BLOCK_SIZE*8){1'b0}};
    end
  end else if (memDataValid) begin
    cacheValid[memPos] <= 1'b1;
    cacheTag  [memPos] <= memAddr[31:CACHE_WIDTH+BLOCK_WIDTH];
    cacheData [memPos] <= memDataIn[127:0];
  end
end
endmodule
### ./run.sh
#!/bin/bash
# OpenROAD 26Q1-2900-gdf79404cd8, Yosys 0.63+post, stock flow scripts
make -C /OpenROAD-flow-scripts/flow DESIGN_CONFIG=/design/flow/config.mk WORK_HOME=/design/flow/orfs finish
### ./config.mk
export PLATFORM = sky130hd
export DESIGN_NAME = ICache
export DESIGN_NICKNAME = ICache
export VERILOG_FILES = /design/flow/design.v
export SDC_FILE = /design/flow/constraint.sdc
export NUM_CORES = 4
export LEC_CHECK = 1
export CORE_UTILIZATION = 40
### ./constraint.sdc
current_design ICache

set clk_period 33.0
set clk_io_pct 0.2

create_clock -name clk0 -period $clk_period [get_ports {clkIn}]

set non_clock_inputs [all_inputs -no_clocks]
set_input_delay [expr $clk_period * $clk_io_pct] -clock clk0 $non_clock_inputs
set_output_delay [expr $clk_period * $clk_io_pct] -clock clk0 [all_outputs]
==> results.txt <==
Top logic family: multiplexers
Num Clock Sinks: 2,448
Most frequent CP cell: buf_4
RSZ-0062 raised after global routing: no
1st-iter DRT viols: 3,609
Init Core Util: 0.402
Hold Path Sink: cacheValid[10]$_SDFFE_PP0P_
RR Startpoint: cacheValid[8]$_SDFFE_PP0P_
Sequential cell area fraction in the yosys report: 0.660
Layout cells sized above 1: 0.189
Routed via count: 60,100
Leak: 42.5 nW
FF-to-FF path depth: 2
Sum Neg Setup Slack: 0 ns
Minimum clock period: 20.52 ns
Worst Setup End Kind: primary output
Detailed Routing Iterations Pass 1: 7
Fin. max-slew vios: 0
DRC viols: 0
Clk buf depth: 4
Number of vias per cell: 5.57
Worst R2R End: cacheValid[8]$_SDFFE_PP0P_
Ys flops: 2,448
Clock insertion delay at the later pin of the skew report: 0.83 ns
Die Ht: 529 µm
Adder Area Share: 0.000675
Log Warnings: 33
Hold path start: cacheValid[10]$_SDFFE_PP0P_
Largest net degree at the start of global routing: 83
Hold Crit Class: reg2reg
DRT Wirelength: 335 mm
First-pass GRT wire length: 478 mm
H-tree Lvls: 5
Placeable Area: 276,000 µm²
Final setup violation count: 0
Status: completed
Mean cell area of the mapped netlist: 16.4 µm²
Post-CTS setup buffers: 0
Period utilisation layout: 0.622
Place WS: 12.38 ns
Vias in the first global route: 65,400
Rows: 193
Ao+oa area frac: 0.0156
FMAX: 48.7 MHz
Crit Path Category: in2out
Mux share: 0.151
Design Power: 7.03 mW
Worst reg-to-reg setup slack: 32.36 ns
Area leader share: 0.657
Routability Congestion: 0.861
Top cells by area: edfxtp_1 66%, mux4_2 14%, and2_1 14%
Die width: 529 µm
Hold Vio Cnt, Final: 0
Yosys chip area: 111,000 µm²
Hold Path Cell Cnt: 2
Yosys cell types: 67
CP required: 26.40 ns
Slowest CP cell: a221oi_1
Top FF cell, synth: edfxtp_1
Port buffer count: 222
Largest area contributor in the netlist: edfxtp_1
Startpoint Class: primary input
Total track usage: 0.265
Area fraction in xor and xnor cells: 0.00197
Max-Slew Margin vs Limit: 0.308
# Cells Yosys: 6,788
PD cells: 56.1 nW/µm²
CTS tree: yes
Worst setup margin: 12.48 ns
Clock root cell: clkbuf_16
Skew final: 0 ns
DR WL/cell: 31.1 µm
Layout area overhead: 12.8%
Hold buffer count at cts: 0
Number of CTS-inserted buffers: 270
Clk slew on worst S/H paths: 0.06 ns
Peak supply drop: 0.0374 mV
EDFF count, synth: 2,432
Async S/R FF share, synth: 0
Critical Path AT: 13.92 ns
Cell count after synthesis: 6,788
Ys Warns: 1
Simple Share, Synth: 0.146
Most numerous logic cells after layout: 2,444 x and2_1, 2,432 x edfxtp_1, 691 x mux4_2
Cts repair resizes: 0
Die Area: 280,000 µm²
CP max FO: 48
Initial antenna violation count: 70
Ports: 225
Synth Cell Area: 111,000 µm²
Max incr delay on CP: 0.77 ns
Total of max-cap violations: 0
Top cell excl fill/tap: and2_1
ANT nets after route: 0
Cells along the critical path: buf_8 -> buf_4 -> buf_4 -> buf_4 -> buf_4 -> buf_4 -> buf_4 -> mux4_2 -> mux4_2 -> a22o_1 -> a221oi_1 -> nor3_1 -> clkdlybuf4s50_1
Post-DP HPWL: 191 mm
Overflow after GRT: 0
Worst slew pin tran: 1.04 ns
## sequential cells by signal, indices dropped and copies added, names as in the netlist
signal,cells
cacheValid,16
cacheTag,384
cacheData,2048
## per-stage QoR
stage / hold WS [ns] / cells / cell area [µm²] / util
final: 0.475 / 10800 / 125000 / 0.453
after global routing: 0.497 / 10800 / 125000 / 0.453
after CTS: 0.472 / 10800 / 125000 / 0.453
after detailed placement: 0.455 / 10300 / 117000 / 0.424
after global placement: 0.452 / 10300 / 117000 / 0.424
after floorplan: 0.431 / 6788 / 111000 / -
## report_power, final
part	switching, mW	internal, mW
sequential	0.0408	3.59
clock	1.20	1.62
combinational	0.355	0.224
total	1.60	5.43
## how the worst max path moves through the flow
stage	startpoint	endpoint	slack [ns]	depth (start not counted)
CTS	instrAddrIn[4]	instrOut[6]	12.38	13
global route	instrAddrIn[4]	instrOut[6]	11.91	13
finish	instrAddrIn[4]	instrOut[6]	12.48	13
## synthesized netlist by cell type (20+ instances only)
library cell  number
nor3_1            25
xnor2_1           20
buf_1             21
nor2_1            57
buf_4             37
a22oi_1           29
mux4_2           691
nand2_1           35
edfxtp_1        2432
clkbuf_1         453
and2_1          2444
buf_2             93
a21oi_1           62
nor2b_1           28
mux2_2            28
mux2i_1           84
a211oi_1          32
## layer usage
layer  GRT usage  part of all wire
met5     0.00658            0.0017
met4      0.0683             0.033
met3       0.209              0.18
met2       0.378              0.46
met1       0.320              0.33
## logic make-up after synthesis
group	after synthesis
AOI/OAI and AO/OA	235
xor gates and xnor gates	25
adders and majority gates	6
buffers and inverters	629
DFF	2448
muxes	804
and+or+nand+nor	2641
## worst max-delay path, delay by kind of cell
kind / cells / cell delay, ns
compound gates: 2 / 1.02
buf+inv: 8 / 4.78
mux: 2 / 1.14
simple gates: 1 / 0.11
## area by class of cell
cell class / instances / area (µm²)
fillers: 23100 / 151000
well taps: 3705 / 4640
multi-input cells: 3711 / 35200
clock inverters: 121 / 827
diodes: 20 / 50.0
inverters: 9 / 38.8
clock buffers: 341 / 7230
flip-flops and latches: 2448 / 73400
repair buffers: 435 / 3980
Power is estimated from default activity; no workload was simulated.
