### config.mk
export PLATFORM = sky130hd
export DESIGN_NAME = LoadStoreBuffer
export DESIGN_NICKNAME = LoadStoreBuffer
export VERILOG_FILES = /design/flow/design.v
export SDC_FILE = /design/flow/constraint.sdc
export NUM_CORES = 4
export LEC_CHECK = 1
export CORE_UTILIZATION = 40
### constraint.sdc
current_design LoadStoreBuffer

set clk_period 28.5
set clk_io_pct 0.2

create_clock -name clk0 -period $clk_period [get_ports {clockIn}]

set non_clock_inputs [all_inputs -no_clocks]
set_input_delay [expr $clk_period * $clk_io_pct] -clock clk0 $non_clock_inputs
set_output_delay [expr $clk_period * $clk_io_pct] -clock clk0 [all_outputs]
### design.v
module LoadStoreBuffer #(
  parameter ROB_WIDTH = 4,
  parameter LSB_WIDTH = 4,
  parameter LSB_SIZE = 2**LSB_WIDTH,
  parameter LSB_OP_WIDTH = 3
) (
  input  wire                 resetIn,       
  input  wire                 clockIn,       
  input  wire                 clearIn,       
  input  wire                 readyIn,       
  output wire                 lsbUpdate,     
  output wire [ROB_WIDTH-1:0] lsbRobIndex,   
  output wire [31:0]          lsbUpdateVal,  
  input  wire        dataValid,     
  input  wire [31:0] dataIn,        
  input  wire        dataWriteSuc,  
  output wire [1:0]  accessType,    
  output wire        readWriteOut,  
  output wire [31:0] dataAddr,      
  output wire [31:0] dataOut,       
  input wire [ROB_WIDTH-1:0] robBeginId,     
  input wire                 robBeginValid,  
  input  wire                    rsUpdate,     
  input  wire [ROB_WIDTH-1:0]    rsRobIndex,   
  input  wire [31:0]             rsUpdateVal,  
  input  wire                    addValid,          
  input  wire                    addReadWrite,      
  input  wire [ROB_WIDTH-1:0]    addRobId,          
  input  wire                    addBaseHasDep,     
  input  wire [31:0]             addBase,           
  input  wire [ROB_WIDTH-1:0]    addBaseConstrtId,  
  input  wire [31:0]             addOffset,         
  input  wire                    addDataHasDep,     
  input  wire [31:0]             addData,           
  input  wire [ROB_WIDTH-1:0]    addDataConstrtId,  
  input  wire [LSB_OP_WIDTH-1:0] addOp,             
  output wire                    full               
);
reg [1:0]              accessTypeReg;  
reg                    readWriteReg;   
reg [31:0]             dataAddrReg;    
reg [31:0]             dataOutReg;     
reg                    processing;     
reg [ROB_WIDTH-1:0]    updateRobIdReg;
reg [ROB_WIDTH-1:0]    nextRobIdReg;
reg [LSB_OP_WIDTH-1:0] processOpReg;
assign accessType   = accessTypeReg;
assign readWriteOut = readWriteReg;
assign dataAddr     = dataAddrReg;
assign dataOut      = dataOutReg;
assign lsbUpdate    = dataValid;
assign lsbRobIndex  = updateRobIdReg;
assign lsbUpdateVal = (processOpReg == 3'b000) ? {{24{dataIn[7]}},  dataIn[7:0]} :  
                      (processOpReg == 3'b001) ? {{16{dataIn[15]}}, dataIn[15:0]} :  
                      dataIn;  
reg [LSB_WIDTH-1:0]    beginIndex;
reg [LSB_WIDTH-1:0]    endIndex;
reg [LSB_SIZE-1:0]     valid;
reg [LSB_SIZE-1:0]     ready;
reg [LSB_SIZE-1:0]     readWrite;  
reg [ROB_WIDTH-1:0]    robId[LSB_SIZE-1:0];
reg [LSB_SIZE-1:0]     baseHasDep;
reg [31:0]             baseAddr[LSB_SIZE-1:0];
reg [ROB_WIDTH-1:0]    baseConstrtId[LSB_SIZE-1:0];
reg [31:0]             offset[LSB_SIZE-1:0];
reg [LSB_SIZE-1:0]     dataHasDep;
reg [31:0]             data[LSB_SIZE-1:0];
reg [ROB_WIDTH-1:0]    dataConstrtId[LSB_SIZE-1:0];
reg [LSB_OP_WIDTH-1:0] op[LSB_SIZE-1:0];
wire [ROB_WIDTH-1:0] endIndexPlusThree = endIndex + 2'd3;
wire [ROB_WIDTH-1:0] endIndexPlusTwo   = endIndex + 2'd2;
wire [ROB_WIDTH-1:0] endIndexPlusOne   = endIndex + 1'd1;
assign full = (beginIndex == endIndexPlusThree) ||
              (beginIndex == endIndexPlusTwo) ||
              (beginIndex == endIndexPlusOne);
wire                    topValid      = (beginIndex != endIndex);
wire                    topReadWrite  = readWrite[beginIndex];
wire [ROB_WIDTH-1:0]    topRobId      = robId[beginIndex];
wire                    topReadyState = ready[beginIndex];
wire                    topBaseHasDep = baseHasDep[beginIndex];
wire [31:0]             topBaseAddr   = baseAddr[beginIndex];
wire [31:0]             topOffset     = offset[beginIndex];
wire [31:0]             topAddr       = topBaseAddr + topOffset;
wire                    topDataHasDep = dataHasDep[beginIndex];
wire [31:0]             topData       = data[beginIndex];
wire [LSB_OP_WIDTH-1:0] topOp         = op[beginIndex];
wire                    lastFinished  = dataValid | dataWriteSuc;
wire [1:0]  topAccessType = topOp == 3'b000 ? 2'b01 :  
                            topOp == 3'b001 ? 2'b10 :  
                            topOp == 3'b010 ? 2'b11 :
                            topOp == 3'b011 ? 2'b01 :  
                                              2'b10;   
wire isIoAddr = (topAddr[17:16] == 2'b11);
wire topReady = (!valid[beginIndex] || topBaseHasDep) ? 1'b0 :
                topReadWrite  ? isIoAddr ? topReadyState : 1'b1  
                              : topReadyState & ~topDataHasDep;  
wire readyForNext = topValid & topReady & (lastFinished | ~processing);
wire baseHasDepMerged = addBaseHasDep &&
                        !((dataValid && (addBaseConstrtId == updateRobIdReg)) ||
                          (rsUpdate && (addBaseConstrtId == rsRobIndex)));
wire dataHasDepMerged = addDataHasDep &&
                        !((dataValid && (addDataConstrtId == updateRobIdReg)) ||
                          (rsUpdate && (addDataConstrtId == rsRobIndex)));
wire [31:0] baseMerged = addBaseHasDep ?
                         (dataValid && (addBaseConstrtId == updateRobIdReg)) ? dataIn :
                         (rsUpdate && (addBaseConstrtId == rsRobIndex)) ? rsUpdateVal : 32'b0 :
                         addBase;
wire [31:0] dataMerged = addDataHasDep ?
                         (dataValid && (addDataConstrtId == updateRobIdReg)) ? dataIn :
                         (rsUpdate && (addDataConstrtId == rsRobIndex)) ? rsUpdateVal : 32'b0 :
                         addData;
integer i;
always @(posedge clockIn) begin
  if (resetIn) begin
    beginIndex     <= {LSB_WIDTH{1'b0}};
    endIndex       <= {LSB_WIDTH{1'b0}};
    valid          <= {LSB_SIZE{1'b0}};
    ready          <= {LSB_SIZE{1'b0}};
    readWrite      <= {LSB_SIZE{1'b1}};
    baseHasDep     <= {LSB_SIZE{1'b1}};
    dataHasDep     <= {LSB_SIZE{1'b1}};
    updateRobIdReg <= {ROB_WIDTH{1'b0}};
    nextRobIdReg   <= {ROB_WIDTH{1'b0}};
    processOpReg   <= {LSB_OP_WIDTH{1'b0}};
    accessTypeReg  <= 2'b00;
    processing     <= 1'b0;
    processOpReg   <= {LSB_OP_WIDTH{1'b0}};
    readWriteReg   <= 1'b1;
    dataAddrReg    <= 32'b0;
    dataOutReg     <= 32'b0;
    for (i = 0; i < LSB_SIZE; i = i + 1) begin
      robId[i]          <= {ROB_WIDTH{1'b0}};
      baseAddr[i]       <= 32'b0;
      baseConstrtId[i]  <= {ROB_WIDTH{1'b0}};
      offset[i]         <= 32'b0;
      data[i]           <= 32'b0;
      dataConstrtId[i]  <= {ROB_WIDTH{1'b0}};
      op[i]             <= {LSB_OP_WIDTH{1'b0}};
    end
  end else if (clearIn && readyIn) begin
    for (i = 0; i < LSB_SIZE; i = i + 1) begin
      valid <= ready;
    end
    if (processing && ((readWriteReg == 1) || dataWriteSuc)) begin
      processing <= 1'b0;
    end
    accessTypeReg <= 2'b00;
  end else if (readyIn) begin
    if (robBeginValid) begin
      for (i = 0; i < LSB_SIZE; i = i + 1) begin
        if (valid[i] && robId[i] == robBeginId) begin
          ready[i] <= 1'b1;
        end
      end
    end
    if (rsUpdate) begin
      for (i = 0; i < LSB_SIZE; i = i + 1) begin
        if (baseHasDep[i] && rsRobIndex == baseConstrtId[i]) begin
          baseAddr[i]   <= rsUpdateVal;
          baseHasDep[i] <= 1'b0;
        end
        if (dataHasDep[i] && rsRobIndex == dataConstrtId[i]) begin
          data[i]       <= rsUpdateVal;
          dataHasDep[i] <= 1'b0;
        end
      end
    end
    if (dataValid) begin
      for (i = 0; i < LSB_SIZE; i = i + 1) begin
        if (baseHasDep[i] && updateRobIdReg == baseConstrtId[i]) begin
          baseAddr[i]   <= dataIn;
          baseHasDep[i] <= 1'b0;
        end
        if (dataHasDep[i] && updateRobIdReg == dataConstrtId[i]) begin
          data[i]       <= dataIn;
          dataHasDep[i] <= 1'b0;
        end
      end
    end
    if (addValid) begin
      valid        [endIndex] <= 1'b1;
      ready        [endIndex] <= 1'b0;  
      readWrite    [endIndex] <= addReadWrite;
      robId        [endIndex] <= addRobId;
      baseHasDep   [endIndex] <= baseHasDepMerged;
      baseAddr     [endIndex] <= baseMerged;
      baseConstrtId[endIndex] <= addBaseConstrtId;
      offset       [endIndex] <= addOffset;
      dataHasDep   [endIndex] <= dataHasDepMerged;
      data         [endIndex] <= dataMerged;
      dataConstrtId[endIndex] <= addDataConstrtId;
      op           [endIndex] <= addOp;
      endIndex <= endIndex + 1;
    end
    updateRobIdReg <= nextRobIdReg;
    if (readyForNext) begin
      dataOutReg        <= topData;
      accessTypeReg     <= topAccessType;
      readWriteReg      <= topReadWrite;
      dataAddrReg       <= topAddr;
      nextRobIdReg      <= topRobId;
      beginIndex        <= beginIndex + 1;
      processing        <= 1'b1;
      processOpReg      <= topOp;
      ready[beginIndex] <= 1'b0;
    end else begin
      accessTypeReg <= 2'b00;
      if (dataValid || dataWriteSuc) begin
        processing <= 1'b0;
      end
      if (topValid && !valid[beginIndex]) begin
        ready[beginIndex] <= 1'b1;
        beginIndex <= beginIndex + 1;
      end
    end
  end
end
endmodule
### run.sh
#!/bin/bash
# OpenROAD 26Q1-2900-gdf79404cd8, Yosys 0.63+post, stock flow scripts
make -C /OpenROAD-flow-scripts/flow DESIGN_CONFIG=/design/flow/config.mk WORK_HOME=/design/flow/orfs finish
==> results.tsv <==
stage	metric	value	unit
power	maximum vdd drop	0.0703	mV
logic_synthesis	Cell Type Count	75	
worst_setup_path	WP data arrival	8.29	ns
clock_network	Post-CTS Setup Inserts	0	
worst_setup_path	crit path launch type	primary input	
timing	setup tns final	0	ns
logic_synthesis	Dominant flop cell	edfxtp_1	
flow_run	tool warning count	36	
timing	Setup Viol. Count Final	0	
layout	fillers	22600	
drt	DRT Wirelength	436000	um
logic_synthesis	Yosys top cell by area	edfxtp_1	
timing	Rel. slew slack	0.273	
global_routing	number of global-route vias before repair	81600	
timing	Slew Viols, Final	0	
drt	DR WL/cell	36.6	um
timing	Least-Margin Pin Slew	1.09	ns
logic_synthesis	Top-area cell share	0.504	
power	sw frac	0.258	
worst_hold_path	min-delay src	nextRobIdReg[2]$_SDFFE_PP0P_	
layout	Top cell excl fill/tap	edfxtp_1	
clock_network	Root Driver	clkbuf_16	
worst_setup_path	Worst Setup End Kind	output pin	
outcome	status	complete, no violations	
timing	fin crit share	0.491	
layout	P&R area growth vs syn	12.9	%
clock_network	Late-Pin Clk Latency	0.93	ns
global_routing	first-pass GRT wire length	606000	um
logic_synthesis	Seq share, synth	0.537	
layout	Register Area	56800	um^2
power	clock power share	0.409	
logic_synthesis	Warnings, synthesis	1	
clock_network	Worst-path clk slew	0.06	ns
clock_network	CTS sink count	1947	
global_routing	GRT Util Overall	0.349	
drt	DR vias/cell	6.67	
placement	Placed Cells	11500	
worst_setup_path	worst path required time	22.80	ns
drt	Routed Antenna Nets	0	
timing	final critical-path required period	13.99	ns
drt	DRC violations left	0	
logic_synthesis	Avg Cell Area, Syn	12.6	um^2
layout	Gate Area	44800	um^2
floorplan	Die X-Extent	516	um
floorplan	Core Util at FP	0.403	
power	sequential share of power	0.486	
logic_synthesis	Synth Cell Area	106000	um^2
clock_network	Num CTS Buffers	213	
drt	Pre-antenna DRT Iters	8	
flow_run	max cap viols	0	
logic_synthesis	Post-synth EDFFs	1776	
timing	Max Fclk	71.5	MHz
power	Gate power share	0.104	
timing	Final Skew	0.0920	ns
worst_hold_path	HP Class	flop to flop	
power	Tot Pwr	6740	uW
global_routing	initial antenna violation count	21	
floorplan	std cell rows	188	
logic_synthesis	ys cells	8389	
timing	final worst setup slack	14.51	ns
drt	First DRT Iteration DRCs	7813	
timing	RSZ-0062 raised after global routing	false	
logic_synthesis	async set or reset register ratio after synthesis	0	
placement	post-place setup slack	14.63	ns
layout	Top cells excl fill/tap	1776 x edfxtp_1, 861 x o22ai_1, 804 x mux2i_1	
clock_network	hold_buf cts	0	
floorplan	Core Box Area	263000	um^2
power	PwrDens	56.4	nW/um^2
power	Static Leak	0.0438	uW
worst_setup_path	path type of the worst setup path	primary input to output pin	
clock_network	# resized after CTS	0	
power	Net Sw Power	1740	uW
logic_synthesis	Registers, synthesis	1947	
logic_synthesis	synthesized instance count	8389	
global_routing	largest net degree at the start of global routing	86	
worst_setup_path	Worst Setup SP	dataIn[15]	
layout	layout cells sized above 1	0.165	
global_routing	Overflow after GRT	0	
clock_network	CTS max path bufs	3	
layout	Post-Layout Cell Count	11900	
floorplan	Chip Footprint	266000	um^2
logic_synthesis	Yosys chip area	106000	um^2
logic_synthesis	biggest area cells	edfxtp_1 50%, mux4_2 11%, mux2i_1 7.6%	
placement	global placement routability congestion	0.986	
layout	Final Util	0.455	
placement	Detail Placement HPWL	249000	um
clock_network	H-tree Lvls	4	
timing	Final Hold Fails	0	
clock_network	CTS tree	yes	
power	Pint	5000	uW
floorplan	die height	516	um
worst_setup_path	crit path max fanout	19	
drt	Via Count	79400	
placement	PortBufs	299	
floorplan	I/O Pins	300	
## registers in the layout, indices dropped and copies added (netlist names), 16 cells and up, named ones only
name / flops
data: 512
baseAddr: 512
offset: 512
dataAddrReg: 32
ready: 16
baseConstrtId: 64
readWrite: 16
dataHasDep: 16
dataConstrtId: 64
baseHasDep: 16
dataOutReg: 32
robId: 64
op: 48
valid: 16
## layout make-up
class | instances | share of cell area
flip-flops and latches | 1947 | 0.475
inverters | 76 | 0.00244
multi-input cells | 5250 | 0.375
clock buffers | 298 | 0.0489
well taps | 3515 | 0.0368
clock inverters | 101 | 0.00907
repair buffers | 708 | 0.0516
diodes | 12 | 0.000251
## cells in the mapped netlist, types with 16 or more instances
library cell / number
a222oi_1: 17
o22ai_1: 861
nand3_1: 80
clkbuf_1: 921
o21a_1: 17
o32ai_1: 16
nor2_1: 327
nand2b_1: 41
edfxtp_1: 1776
a21oi_1: 395
inv_1: 66
and3_1: 299
o21ai_0: 76
and2_1: 476
a221o_1: 34
or2_2: 18
ha_1: 44
nand2_1: 268
mux2i_1: 804
o211ai_1: 24
nor3_1: 54
a221oi_1: 148
dfxtp_1: 171
a31oi_1: 17
nand4_1: 32
xor2_1: 231
mux4_2: 533
o21ai_1: 67
nor4_1: 46
a22oi_1: 113
buf_4: 16
xnor2_1: 88
buf_1: 79
buf_2: 97
## routing by layer
layer / wire length, um / share of wire / track usage
met1: 135000 / 0.31 / 0.391
met2: 187000 / 0.43 / 0.483
met3: 79600 / 0.18 / 0.257
met4: 33800 / 0.078 / 0.200
met5: 389 / 0.00089 / 0.0168
## stage by stage
step	cell area (um^2)	hold slack [ns]
floorplan	106000	0.431
global placement	112000	0.432
detailed placement	112000	0.441
CTS	119000	0.450
global route	119000	0.496
finish	119000	0.446
## power by group through the flow
stage / Combinational (uW) / Sequential [uW] / Clock [uW]
final: 703 / 3280 / 2760
after global routing: 728 / 3290 / 2880
after CTS: 679 / 3280 / 2770
## critical path, cell delays in order
cell and delay, ns:
clkdlybuf4s50_1 0.46, buf_4 0.33, clkinv_1 0.84, o21ai_0 0.43, clkdlybuf4s50_1 0.52
## worst paths after layout
check                              endpoint  slack, ns  cells after the start
max reg2reg    dataAddrReg[31]$_SDFFE_PP0P_      20.87                     18
min          updateRobIdReg[2]$_SDFFE_PP0P_       0.45                      2
max                        lsbUpdateVal[15]      14.51                      5
min reg2reg  updateRobIdReg[2]$_SDFFE_PP0P_       0.45                      2
## cells by family after synthesis
| logic type | Yosys count | share of synthesized area |
|---|---|---|
| muxes | 1338 | 0.190 |
| AOI/OAI and AO/OA | 1860 | 0.113 |
| adders and majority gates | 45 | 0.00539 |
| buffers and inverters | 1192 | 0.0442 |
| DFF | 1947 | 0.537 |
| xor gates and xnor gates | 319 | 0.0264 |
| and+or+nand+nor | 1688 | 0.0847 |
No activity file was given, so power comes from the tool's default toggle rates.
