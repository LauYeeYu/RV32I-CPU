## flow/run.sh

```bash
#!/bin/bash
# OpenROAD 26Q1-2900-gdf79404cd8, Yosys 0.63+post, stock flow scripts
make -C /OpenROAD-flow-scripts/flow DESIGN_CONFIG=/design/flow/config.mk WORK_HOME=/design/flow/orfs finish
```

## flow/config.mk

```make
export PLATFORM = sky130hd
export DESIGN_NAME = ReservationStation
export DESIGN_NICKNAME = ReservationStation
export VERILOG_FILES = /design/flow/design.v
export SDC_FILE = /design/flow/constraint.sdc
export NUM_CORES = 4
export LEC_CHECK = 1
export CORE_UTILIZATION = 50
```

## flow/constraint.sdc

```tcl
current_design ReservationStation

set clk_period 37.1
set clk_io_pct 0.2

create_clock -name clk0 -period $clk_period [get_ports {clockIn}]

set non_clock_inputs [all_inputs -no_clocks]
set_input_delay [expr $clk_period * $clk_io_pct] -clock clk0 $non_clock_inputs
set_output_delay [expr $clk_period * $clk_io_pct] -clock clk0 [all_outputs]
```

## flow/design.v

```verilog
module ReservationStation #(
  parameter RS_OP_WIDTH = 4,
  parameter RS_WIDTH = 4,
  parameter ROB_WIDTH = 4
) (
  input wire resetIn,    
  input wire clockIn,    
  input wire readyIn,    
  input  wire                   addValid,     
  input  wire [RS_OP_WIDTH-1:0] addOp,        
  input  wire [ROB_WIDTH-1:0]   addRobIndex,  
  input  wire [31:0]            addVal1,      
  input  wire                   addHasDep1,   
  input  wire [ROB_WIDTH-1:0]   addConstrt1,  
  input  wire [31:0]            addVal2,      
  input  wire                   addHasDep2,   
  input  wire [ROB_WIDTH-1:0]   addConstrt2,  
  output wire                   full,         
  output wire                   update,       
  output wire [ROB_WIDTH-1:0]   updateRobId,  
  output wire [31:0]            updateVal,    
  input  wire                 lsbUpdate,     
  input  wire [ROB_WIDTH-1:0] lsbRobIndex,   
  input  wire [31:0]          lsbUpdateVal   
);
parameter SUPPORTED_OPS = 14;
parameter ADD = 4'b0000;
parameter SUB = 4'b0001;
parameter XOR = 4'b0010;
parameter OR  = 4'b0011;
parameter AND = 4'b0100;
parameter SLL = 4'b0101;
parameter SRL = 4'b0110;
parameter SRA = 4'b0111;
parameter EQ  = 4'b1000;
parameter NE  = 4'b1001;
parameter LT  = 4'b1010;
parameter LTU = 4'b1011;
parameter GE  = 4'b1100;
parameter GEU = 4'b1101;
reg                    calculating;
reg  [31:0]            v1Cal;
reg  [31:0]            v2Cal;
reg  [ROB_WIDTH-1:0]   robIdCal;
reg  [RS_OP_WIDTH-1:0] opCal;
wire [31:0]            aluResult[SUPPORTED_OPS-1:0];
wire [31:0]            resultCal = aluResult[opCal];
assign aluResult[ADD] = v1Cal + v2Cal;
assign aluResult[SUB] = v1Cal - v2Cal;
assign aluResult[XOR] = v1Cal ^ v2Cal;
assign aluResult[OR]  = v1Cal | v2Cal;
assign aluResult[AND] = v1Cal & v2Cal;
assign aluResult[SLL] = v1Cal << v2Cal;
assign aluResult[SRL] = v1Cal >> v2Cal;
assign aluResult[SRA] = v1Cal >>> v2Cal;
assign aluResult[EQ]  = v1Cal  == v2Cal ? 32'b1 : 32'b0;
assign aluResult[NE]  = v1Cal  != v2Cal ? 32'b1 : 32'b0;
assign aluResult[LT]  = $signed(v1Cal) < $signed(v2Cal) ? 32'b1 : 32'b0;
assign aluResult[LTU] = v1Cal < v2Cal ? 32'b1 : 32'b0;
assign aluResult[GE]  = $signed(v1Cal) >= $signed(v2Cal) ? 32'b1 : 32'b0;
assign aluResult[GEU] = v1Cal >= v2Cal ? 32'b1 : 32'b0;
reg                 updateValidReg;
reg [ROB_WIDTH-1:0] updateRobIndexReg;
reg [31:0]          updateValReg;
assign update      = updateValidReg;
assign updateRobId = updateRobIndexReg;
assign updateVal   = updateValReg;
reg  [RS_WIDTH-1:0]    occupied;
reg  [2**RS_WIDTH-1:0] valid;
reg  [ROB_WIDTH-1:0]   robIndex [2**RS_WIDTH-1:0];
reg  [31:0]            value1   [2**RS_WIDTH-1:0];
reg  [2**RS_WIDTH-1:0] hasDep1;
reg  [ROB_WIDTH-1:0]   constrt1 [2**RS_WIDTH-1:0];
reg  [31:0]            value2   [2**RS_WIDTH-1:0];
reg  [2**RS_WIDTH-1:0] hasDep2;
reg  [ROB_WIDTH-1:0]   constrt2 [2**RS_WIDTH-1:0];
reg  [RS_OP_WIDTH-1:0] op       [2**RS_WIDTH-1:0];
wire [2**RS_WIDTH-1:0] ready = ~hasDep1 & ~hasDep2;
wire hasDep1Merged = addHasDep1 &&
                     !((lsbUpdate      && (addConstrt1 == lsbRobIndex)) ||
                       (calculating    && (addConstrt1 == robIdCal)) ||
                       (updateValidReg && (addConstrt1 == updateRobIndexReg)));
wire hasDep2Merged = addHasDep2 &&
                      !((lsbUpdate      && (addConstrt2 == lsbRobIndex)) ||
                        (calculating    && (addConstrt2 == robIdCal)) ||
                        (updateValidReg && (addConstrt2 == updateRobIndexReg)));
wire [31:0] value1Merged = addHasDep1 ?
                             (lsbUpdate   && (addConstrt1 == lsbRobIndex)) ? lsbUpdateVal :
                             (calculating && (addConstrt1 == robIdCal)) ? resultCal : updateValReg :
                           addVal1;
wire [31:0] value2Merged = addHasDep2 ?
                             (lsbUpdate   && (addConstrt2 == lsbRobIndex)) ? lsbUpdateVal :
                             (calculating && (addConstrt2 == robIdCal)) ? resultCal : updateValReg :
                            addVal2;
wire [RS_WIDTH-1:0] nextFree = ~valid[0]  ? 4'b0000 :
                               ~valid[1]  ? 4'b0001 :
                               ~valid[2]  ? 4'b0010 :
                               ~valid[3]  ? 4'b0011 :
                               ~valid[4]  ? 4'b0100 :
                               ~valid[5]  ? 4'b0101 :
                               ~valid[6]  ? 4'b0110 :
                               ~valid[7]  ? 4'b0111 :
                               ~valid[8]  ? 4'b1000 :
                               ~valid[9]  ? 4'b1001 :
                               ~valid[10] ? 4'b1010 :
                               ~valid[11] ? 4'b1011 :
                               ~valid[12] ? 4'b1100 :
                               ~valid[13] ? 4'b1101 :
                               ~valid[14] ? 4'b1110 :
                                            4'b1111;
wire hasNextCalc = (ready != 0);
wire [RS_WIDTH-1:0] nextCalc = ready[0]  ? 4'b0000 :
                               ready[1]  ? 4'b0001 :
                               ready[2]  ? 4'b0010 :
                               ready[3]  ? 4'b0011 :
                               ready[4]  ? 4'b0100 :
                               ready[5]  ? 4'b0101 :
                               ready[6]  ? 4'b0110 :
                               ready[7]  ? 4'b0111 :
                               ready[8]  ? 4'b1000 :
                               ready[9]  ? 4'b1001 :
                               ready[10] ? 4'b1010 :
                               ready[11] ? 4'b1011 :
                               ready[12] ? 4'b1100 :
                               ready[13] ? 4'b1101 :
                               ready[14] ? 4'b1110 :
                                           4'b1111;
wire [31:0] v1ToCalc             = value1[nextCalc];
wire [31:0] v2ToCalc             = value2[nextCalc];
wire [RS_OP_WIDTH-1:0] opToCalc  = op[nextCalc];
wire [ROB_WIDTH-1:0] robIdToCalc = robIndex[nextCalc];
wire [RS_WIDTH-1:0] occupiedNext = occupied + (addValid ? 1'b1 : 1'b0)
                                            - (hasNextCalc ? 1'b1 : 1'b0);
assign full = (occupied > 13);
integer i;
always @(posedge clockIn) begin
  if (resetIn) begin
    valid             <= {2**RS_WIDTH{1'b0}};
    occupied          <= {RS_WIDTH{1'b0}};
    hasDep1           <= {2**RS_WIDTH{1'b1}};
    hasDep2           <= {2**RS_WIDTH{1'b1}};
    calculating       <= 1'b0;
    v1Cal             <= 32'b0;
    v2Cal             <= 32'b0;
    robIdCal          <= {ROB_WIDTH{1'b0}};
    opCal             <= {RS_OP_WIDTH{1'b0}};
    updateValidReg    <= 1'b0;
    updateRobIndexReg <= {ROB_WIDTH{1'b0}};
    updateValReg      <= 32'b0;
    for (i = 0; i < 2**RS_WIDTH; i = i + 1) begin
      robIndex[i] <= {ROB_WIDTH{1'b0}};
      value1[i]   <= 32'b0;
      constrt1[i] <= {ROB_WIDTH{1'b0}};
      value2[i]   <= 32'b0;
      constrt2[i] <= {ROB_WIDTH{1'b0}};
      op[i]       <= {RS_OP_WIDTH{1'b0}};
    end
  end else if (readyIn) begin
    if (addValid) begin
      valid    [nextFree] <= 1'b1;
      robIndex [nextFree] <= addRobIndex;
      value1   [nextFree] <= value1Merged;
      hasDep1  [nextFree] <= hasDep1Merged;
      constrt1 [nextFree] <= addConstrt1;
      value2   [nextFree] <= value2Merged;
      hasDep2  [nextFree] <= hasDep2Merged;
      constrt2 [nextFree] <= addConstrt2;
      op       [nextFree] <= addOp;
    end
    occupied <= occupiedNext;
    updateValidReg    <= calculating;
    updateRobIndexReg <= calculating ? robIdCal : {ROB_WIDTH{1'b0}};
    updateValReg      <= calculating ? resultCal : 32'b0;
    for (i = 0; i < 2**RS_WIDTH; i = i + 1) begin
      if (calculating && valid[i] && hasDep1[i] && (constrt1[i] == robIdCal)) begin
        value1[i]  <= resultCal;
        hasDep1[i] <= 0;
      end
      if (calculating && valid[i] && hasDep2[i] && (constrt2[i] == robIdCal)) begin
        value2[i]  <= resultCal;
        hasDep2[i] <= 0;
      end
      if (lsbUpdate && valid[i] && hasDep1[i] && (constrt1[i] == lsbRobIndex)) begin
        value1[i]  <= lsbUpdateVal;
        hasDep1[i] <= 0;
      end
      if (lsbUpdate && valid[i] && hasDep2[i] && (constrt2[i] == lsbRobIndex)) begin
        value2[i]  <= lsbUpdateVal;
        hasDep2[i] <= 0;
      end
    end
    calculating       <= hasNextCalc;
    v1Cal             <= v1ToCalc;
    v2Cal             <= v2ToCalc;
    opCal             <= opToCalc;
    robIdCal          <= robIdToCalc;
    if (hasNextCalc) begin
      valid[nextCalc]   <= 0;
      hasDep1[nextCalc] <= 1;
      hasDep2[nextCalc] <= 1;
    end
  end
end
endmodule
```

==> impl_results.rst <==
Metrics
=======

.. list-table::
   :header-rows: 1

   * - Metric
     - Value
   * - Maximum buffer depth of the clock tree
     - 3
   * - Total clock buffers created by CTS
     - 165
   * - Leak pwr
     - 0.0367 uW
   * - Data required time at the worst endpoint
     - 37.78 ns
   * - Combinational fraction of design power
     - 0.248
   * - Chip Area
     - 0.186 mm2
   * - Buf/Inv on CP
     - 5
   * - Worst slew pin tran
     - 1.27 ns
   * - Number of global-route vias before repair
     - 89300
   * - Launching element type of the critical path
     - primary input
   * - Root Driver
     - sky130_fd_sc_hd__clkbuf_16
   * - Synthesis-stage register bit count
     - 1442
   * - Type of destination of the critical path
     - register
   * - Share of the cycle needed by the critical path after routing
     - 0.303
   * - Hold Crit Class
     - register to register
   * - Vertical die size
     - 431 um
   * - CTS tree
     - done
   * - Worst hold slack after final layout
     - 0.470 ns
   * - First-pass GRT wire length
     - 680000 um
   * - Remaining design rule violation count
     - 0
   * - Clk sink count
     - 1442
   * - Net Sw Power
     - 1680 uW
   * - Crit path max-delay cell type
     - sky130_fd_sc_hd__nor2_1
   * - Final count of hold timing violations
     - 0
   * - RSZ-0062 raised after global routing
     - no
   * - Crit-path most repeated cell
     - sky130_fd_sc_hd__buf_4
   * - Depth of the most critical reg-to-reg path
     - 13
   * - Main flop type after synthesis
     - sky130_fd_sc_hd__edfxtp_1
   * - Top delay family on crit path
     - simple AND/OR/NAND/NOR gates
   * - Overall global routing resource usage
     - 0.558
   * - RD Place Congestion
     - 1.07
   * - Routed WL
     - 494000 um
   * - Delay contributed by the slowest stage of the critical path
     - 0.69 ns
   * - Count of buffers inserted at the top-level ports
     - 160
   * - Critical Path AT
     - 11.92 ns
   * - Post-synth tally of flip-flops with integrated enable
     - 1280
   * - Via density per instance
     - 7.43
   * - Cell area power density
     - 47.2 mW/mm2
   * - Max capacitance violation total
     - 0
   * - Clk Latency, worst-skew pair
     - 0.86 ns
   * - Worst hold stages
     - 2
   * - Die extent in x
     - 431 um
   * - Met3 track demand over resource
     - 0.401
   * - Async set or reset register ratio after synthesis
     - 0
   * - Max_slew headroom
     - 0.143
   * - H-tree depth
     - 4
   * - Fmax achieved
     - 89.0 MHz
   * - Mapped Area
     - 0.0921 mm2
   * - Seq/Total Area, Yosys
     - 0.453
   * - Total number of placement rows
     - 157
   * - Count of cells resized by post-cts repair
     - 0
   * - Post-Syn Instances
     - 9950
   * - Vias after detailed routing
     - 91000
   * - Final antenna-violating net count
     - 0
   * - Clock transition at the registers of the reported paths
     - 0.06 ns
   * - Setup-violating endpoint count in the final report
     - 0
   * - Peak-usage layer in the global routing report
     - met2
   * - Initial antenna violation count
     - 43
   * - Max FO, Critical Path
     - 43
   * - Critical path depth
     - 15
   * - Number of OpenROAD warnings
     - 114
   * - Result of the run
     - finished, final reports clean
   * - Top-level I/O count
     - 161
   * - Core outline area
     - 0.183 mm2
   * - Total iterations of the first detailed-routing run
     - 8
   * - Distinct cell type count of the synthesized netlist
     - 105
   * - Critical path class
     - primary input to register
   * - Overflow left after global routing
     - 0
   * - Hold-fix buffer count after cts
     - 0
   * - Fraction of final layout cells with drive strength greater than 1
     - 0.121
   * - Cell chain of the critical path
     - clkdlybuf4s50_1 > buf_4 > nand4_1 > or4_1 > o41ai_1 > buf_4 > nand3_1 > nand2_2 > buf_4 > nand2_1 > buf_4 > nor2_1 > nand3_1 > o31a_1 > o21ai_0
   * - Post-Synthesis Mean Instance Area
     - 9.26 um2
   * - Starting density of the core
     - 0.503
   * - Clock network fraction of total power
     - 0.349
   * - Yosys stat cell total
     - 9950
   * - Total negative setup slack
     - 0 ns
   * - Post-route core utilization
     - 0.559
   * - Clock period minus worst slack
     - 11.24 ns
   * - Largest net degree at the start of global routing
     - 133
   * - Register share of total power
     - 0.402
   * - Grt met1 use
     - 0.625
   * - Switching power as a share of total power
     - 0.348
   * - Internal power summed over all cells
     - 3150 uW
   * - Synthesis Warnings
     - 1
   * - Setup Buffers After CTS
     - 0
   * - Peak VDD IR
     - 0.0000454 V
   * - Met2 global-route usage
     - 0.721
   * - Syn-to-layout area delta
     - 11.2%
   * - Yosys-reported design area after synthesis
     - 0.0921 mm2
   * - Final-report max-slew violation count
     - 0
   * - Wirelength per Cell
     - 40.4 um
   * - Number of DRC violations after detailed-routing iteration 0
     - 11000
   * - Clk_skew
     - 0.0486 ns
   * - Post-detailed-placement half-perimeter wirelength
     - 316000 um
==> layout make-up <==
class	instances	area [um2]
well taps	2464	3080
fillers	15600	80700
diodes	37	92.6
repair buffers	719	5720
inverters	155	597
multi-input cells	7111	45700
clock buffers	226	4540
clock inverters	82	943
flip-flops and latches	1442	41700
==> placed cells by master, fill, tap and decap left out, types with 29 or more instances in the layout <==
cell type and n:
sky130_fd_sc_hd__edfxtp_1 1280, sky130_fd_sc_hd__dfxtp_1 154, sky130_fd_sc_hd__o221ai_1 642, sky130_fd_sc_hd__or4_1 29
sky130_fd_sc_hd__mux2_2 43, sky130_fd_sc_hd__nor2_2 29, sky130_fd_sc_hd__xnor2_1 100, sky130_fd_sc_hd__nand2_1 1582
sky130_fd_sc_hd__clkbuf_1 44, sky130_fd_sc_hd__o21ai_1 104, sky130_fd_sc_hd__o21ai_0 903, sky130_fd_sc_hd__nor2_1 351
sky130_fd_sc_hd__nor2b_1 34, sky130_fd_sc_hd__o22ai_1 254, sky130_fd_sc_hd__a221oi_1 73, sky130_fd_sc_hd__inv_1 141
sky130_fd_sc_hd__clkdlybuf4s50_1 131, sky130_fd_sc_hd__clkbuf_16 166, sky130_fd_sc_hd__mux2i_1 274, sky130_fd_sc_hd__o211ai_1 43
sky130_fd_sc_hd__a311oi_1 291, sky130_fd_sc_hd__nor3_1 83, sky130_fd_sc_hd__xor2_1 201, sky130_fd_sc_hd__buf_4 555
sky130_fd_sc_hd__a31oi_1 57, sky130_fd_sc_hd__clkinv_1 30, sky130_fd_sc_hd__a211oi_1 38, sky130_fd_sc_hd__and3_1 571
sky130_fd_sc_hd__mux4_2 54, sky130_fd_sc_hd__nand3_1 230, sky130_fd_sc_hd__diode_2 37, sky130_fd_sc_hd__nand4_1 81
sky130_fd_sc_hd__and2_1 32, sky130_fd_sc_hd__a22oi_1 71, sky130_fd_sc_hd__a21oi_1 281, sky130_fd_sc_hd__a21o_1 30
sky130_fd_sc_hd__ha_1 110, sky130_fd_sc_hd__or3_1 35
==> cell usage after synthesis, drive strengths merged, types with 44 or more instances <==
cell type,n,area [um2]
a211oi,46,370
a21o,45,338
a21oi,290,1460
a221oi,82,786
a22oi,73,553
a311oi,293,2570
a31oi,62,413
and3,577,3610
buf,193,978
clkbuf,1049,3940
dfxtp,162,3240
edfxtp,1280,38400
ha,110,1380
inv,152,571
mux2i,274,2740
mux4,54,1220
nand2,1610,6040
nand3,231,1160
nand4,81,507
nor2,392,1470
nor3,94,502
o211ai,44,335
o21ai,1016,5090
o221ai,654,5810
o22ai,255,1600
xnor2,100,876
xor2,201,1760
==> worst paths after layout <==
path | from | endpoint | slack, ns
hold / removal | v1Cal[13] | v1Cal[13] | 0.47
hold reg to reg | v1Cal[13] | v1Cal[13] | 0.47
setup / recovery | lsbUpdate | value2[14][11] | 25.86
setup reg to reg | v2Cal[2] | value1[14][28] | 30.69
==> sequential cells by signal (all words and copies together) (netlist names) <==
register	cells
hasDep2	16
updateValReg	32
robIdCal	4
v1Cal	32
value2	512
constrt2	64
updateRobIndexReg	4
calculating	1
constrt1	64
opCal	4
v2Cal	32
op	64
valid	16
updateValidReg	1
occupied	4
value1	512
hasDep1	16
robIndex	64
==> cells by family after synthesis <==
| family | Yosys count | share of synthesized area |
|---|---|---|
| xor+xnor | 301 | 0.0286 |
| mux | 371 | 0.0482 |
| buf+inv | 1397 | 0.0597 |
| compound gates | 3116 | 0.235 |
| flops | 1442 | 0.453 |
| simple gates | 3210 | 0.161 |
| fa+ha+maj | 113 | 0.0156 |
==> power groups by stage <==
stage | logic [uW] | clock network, uW | registers, uW
4_1_cts | 1120 | 1680 | 1940
5_1_grt | 1210 | 1740 | 1950
6_report | 1200 | 1690 | 1940
==> metal layers <==
metal	vias up	part of all wire	wire length (um)
li1	37200	-	-
met1	43200	0.31	152000
met3	2226	0.18	90900
met2	8167	0.40	198000
met4	104	0.10	49500
met5	-	0.0078	3840
==> through the flow <==
stage / instance area [um2] / setup WS (ns) / cells / total power [uW]
after floorplan: 92100 / 25.22 / 9950 / 2560
after global placement: 96800 / 25.34 / 11900 / 3080
after detailed placement: 96800 / 25.28 / 11900 / 3090
after CTS: 102000 / 26.09 / 12200 / 4740
after global routing: 102000 / 25.85 / 12200 / 4900
final: 102000 / 25.86 / 12200 / 4830
==> tightest hold or removal path, stage by stage (launching register included) <==
cell and delay, ns:
sky130_fd_sc_hd__dfxtp_1 0.31, sky130_fd_sc_hd__nand2_1 0.05, sky130_fd_sc_hd__nand3_1 0.06
No activity file was given, so power comes from the tool's default toggle rates.
